File: flow/run.sh
#!/bin/bash
# OpenROAD 26Q1-2900-gdf79404cd8, Yosys 0.63+post, stock flow scripts
make -C /OpenROAD-flow-scripts/flow DESIGN_CONFIG=/design/flow/config.mk WORK_HOME=/design/flow/orfs finish
File: flow/config.mk
export PLATFORM = sky130hd
export DESIGN_NAME = sync_fifo
export DESIGN_NICKNAME = sync_fifo
export VERILOG_FILES = /design/flow/design.v
export SDC_FILE = /design/flow/constraint.sdc
export NUM_CORES = 4
export LEC_CHECK = 1
export CORE_UTILIZATION = 50
export SYNTH_HDL_FRONTEND = slang
File: flow/constraint.sdc
current_design sync_fifo

set clk_period 4.5
set clk_io_pct 0.2

create_clock -name clk0 -period $clk_period [get_ports {clk}]

set non_clock_inputs [all_inputs -no_clocks]
set_input_delay [expr $clk_period * $clk_io_pct] -clock clk0 $non_clock_inputs
set_output_delay [expr $clk_period * $clk_io_pct] -clock clk0 [all_outputs]
File: flow/design.v
module sync_fifo(input clk,reset,we,re,input [7:0]data_in, output empty,full,reg [7:0]data_out);
reg [7:0]mem[15:0];
reg [4:0]fifo_counter;
reg [3:0] read_ptr = 4'd0;
reg [3:0] write_ptr =4'd0;
integer i;
assign full=(fifo_counter>5'b01111)?1'b1:1'b0;
assign empty=(fifo_counter==5'b00000)?1'b1:1'b0;
always @(posedge clk or posedge reset) begin
if(reset) fifo_counter <= 5'd0;
else if(we&&!full) fifo_counter<= fifo_counter + 1'b1;
else if(re&&!empty) fifo_counter<= fifo_counter -1'b1;
else fifo_counter <= fifo_counter;
end
always @(posedge clk or posedge reset) begin
if(reset) begin
for(i=0;i<16;i=i+1) begin
mem[i]=4'd0;
end
write_ptr <= 4'd0;
end
else if(we&&!full) begin 
mem[write_ptr] <= data_in;
write_ptr <= write_ptr+1;
end
else 
write_ptr <= write_ptr;
end
always @(posedge clk or posedge reset) begin
if(reset) begin
data_out <= 8'd0;
read_ptr <= 4'd0;
end
else if(re&& !empty) begin
data_out <= mem[read_ptr];
read_ptr <= read_ptr + 1;
end
else read_ptr <= read_ptr;
end
endmodule
==> COMMIT_EDITMSG <==
Refresh implementation metrics

- Setup repair after global routing left no endpoint under its margin.
- Total number of clock tree sinks: 149
- The worst setup path is captured at an output port.
- Dominant combinational cell family by area after synthesis: multiplexers
- Per the OpenROAD floorplan log, the area of the die is 14,100 sq um.
- According to the timing report, the arrival time at the worst endpoint equals 1.97 ns.
- The path class of the tightest hold or removal check is reg2reg.
- Overall via count from detail_route: 3,774
- Multiplexer cells account for 33.5% of the synthesized area.
- Relative to the synthesized area, the layout overhead comes to 14.4%.
- Overall die width: 119 microns
* Unique masters post-synth: 33
* 1st-iter DRT viols: 137
- Share of the clock period used by the worst path after layout: 63.9%
* Standard cell core area: 13,200 sq um
* Flop and latch count out of synthesis: 149
- Worst Path Class, Setup: reg2out
- Critical path launch point type: flop
* Largest stage delay on the critical path: 0.59 ns
* Worst reg-to-reg setup slack: 2.12 ns
- Hold buffer count at CTS: 0
* Remaining antenna violation count: 0
- For this design, the slowest cell found on the critical path is or4_4.
- Maximum level of the CTS H-tree: 4
- Worst-Margin Slew: 0.761 ns
- Synthesized-area fraction occupied by adder cells: 1.77%
* Ant diodes: 0
- The first global-routing pass estimated 23,500 microns of wire.
- Crit path DRT: 3.60 ns
* Final TNS setup: 0 ns
- Maximum clock skew at final layout: 0.00578 ns
- CTS root buffer: clkbuf_16
- After detailed routing, the number of vias per cell comes to 5.82.
- Total detailed-routing wirelength: 14,100 microns
- Total global-route track usage over all layers is 23.7%.
* CTS buffer count: 17
- Die Ht: 119 microns
* Cell breakdown of the critical path: or4_4, nor2_1, clkdlybuf4s50_1
- Wire length per cell after detailed routing: 21.7 microns
* Pin count of the biggest net entering global routing: 115
* Result of the run: complete, no violations
- The report lists the number of cells resized after CTS as 0.
- Worst slack after detailed placement: 1.33 ns
- Subtracting the final worst setup slack from the clock period gives 2.87 ns.
- Clock-pin transition on the worst setup and hold timing paths: 0.06 ns
- Sequential area share after synthesis: 54.9%
- For reference, the placement row count at floorplan is 42.
* Number of antenna violations at the first check in global routing: 0
- Power density over the cells: 709 nW/um^2
- Buffer depth of the longest clock path: 2
* Clock latency (worst-skew pair): 0.41 ns
* Yosys stat chip area: 6790 sq um
- Fraction of layout instances using a drive strength above 1: 46.9%
* Post-Route Utilization: 58.7%
- After Yosys synthesis, and, or, nand and nor cells account for 3.43% of the synthesized area.
- Max-cap violation count: 0
* Remaining global-route overflow: 0
- XOR Share, Synth: 1.16%
* Synthesis Warnings: 0
* Max Transition Viols Final: 0
- A synthesized cell averages 15.4 sq um.
- The first detailed-routing pass ran for 5 iterations.
* Worst Path Max Fanout: 5
- Cell total in the yosys stat output: 441
- For this design the top-level I/O count stands at 22.
- Before any placement, the netlist area is recorded as 6790 sq um.
* Fmax achieved: 0.348 GHz
- Detailed placement finished with a half-perimeter wire length of 8730 microns.
* Gate count of the mapped netlist: 441
- Per the finish-stage timing summary, setup violations number 0.
- The stage logs contain a warning count of 30.
* Vias in the first global route: 4,133
* Fp_density: 51.3%
- DRC violation count after routing: 0
- TritonCTS built the clock tree.
- Post-Synth AOI/OAI Area: 3.19%
* Leakage: 3.46 nW
- In the post-route analysis, the smallest setup slack over all paths is 1.63 ns.
- The final timing report lists a hold violation count of 0.
* Count of input and output buffers: 21
- Worst vdd rail ir drop: 0.405 mV
- Relative max-transition margin: 49.3%
* Gpl congestion: 0.850
* Post-CTS Setup Repair Bufs: 0
final cells by class:
cell class | instances | area (sq um)
clock buffers | 22 | 474
multi-input cells | 264 | 2920
inverters | 4 | 18.8
repair buffers | 26 | 260
clock inverters | 8 | 149
well taps | 176 | 220
flip-flops and latches | 149 | 3730
fillers | 1022 | 5470
logic make-up after synthesis:
group	Yosys count
and+or+nand+nor	43
xor gates and xnor gates	9
AOI/OAI and AO/OA	33
DFF	149
buffers and inverters	28
adders and majority gates	9
muxes	170
layer usage:
layer  routed length, microns  vias to the layer above  part of all wire [%]  track usage [%]
met5                        0                        -                     0                0
met3                      838                       11                   6.0             7.19
met2                     6510                       82                    46             34.5
li1                         -                     1686                     -                -
met1                     6580                     1995                    47             39.4
met4                      153                        0                   1.1             2.37
Yosys cell counts, drive strengths merged:
cell | number | area share, %
o22ai | 15 | 1.4
dfrtp | 149 | 55
buf | 7 | 0.92
nand2b | 3 | 0.28
mux2 | 138 | 23
fa | 1 | 0.29
o211ai | 1 | 0.18
xor2 | 1 | 0.13
nor3 | 1 | 0.074
nand2 | 12 | 0.70
nand4 | 2 | 0.18
nor2 | 15 | 1.3
a2111oi | 1 | 0.13
nor2b | 2 | 0.18
o21a | 1 | 0.11
a21o | 3 | 0.33
nand3 | 5 | 0.37
a21oi | 9 | 0.66
clkbuf | 17 | 0.96
ha | 8 | 1.5
or4 | 2 | 0.28
o21ai | 3 | 0.39
xnor2 | 8 | 1.0
or2 | 1 | 0.092
inv | 4 | 0.22
mux4 | 32 | 11
critical path, delay by kind of cell, from the launching register on:
kind	cells	cell delay (ns)
flip-flops	1	0.41
buffers and inverters	1	0.46
AND/OR/NAND/NOR	2	0.70
path summary, 6_finish.rpt:
| check | end | cells past startpoint | startpoint |
|---|---|---|---|
| worst max-delay path | empty | 3 | fifo_counter[4] |
| min in group asynchronous | mem[97] | 3 | reset |
| worst min-delay path | mem[102] | 1 | mem[102] |
| max in group asynchronous | mem[114] | 4 | reset |
| worst min register to register | mem[102] | 1 | mem[102] |
| worst max register to register | data_out[2] | 5 | read_ptr[0] |
flip-flops by register name, summed over array words and instances, names as in the netlist:
| name | count |
|---|---|
| data_out | 8 |
| write_ptr | 4 |
| read_ptr | 4 |
| mem | 128 |
| fifo_counter | 5 |
layout by cell type (no fill, tap or decap), types with 4 or more instances in the layout:
master,instances
mux2_2,138
a21oi_1,9
ha_1,8
clkbuf_16,17
buf_4,4
xnor2_1,8
nand2_1,11
o22ai_1,15
mux4_2,32
clkdlybuf4s50_1,21
nor2_2,12
nand3_1,5
bufinv_16,4
dfrtp_1,148
per-stage QoR:
| step | total power [mW] | cells | cell area (sq um) | hold slack (ns) |
|---|---|---|---|---|
| after floorplan | 3.59 | 441 | 6800 | 0.474 |
| after global routing | 5.85 | 649 | 7770 | 0.516 |
| final | 5.51 | 649 | 7770 | 0.500 |
| after detailed placement | 4.06 | 619 | 7150 | 0.491 |
| after global placement | 4.00 | 619 | 7150 | 0.483 |
| after CTS | 5.58 | 649 | 7770 | 0.505 |
report_power, final:
group	internal (mW)	leakage, nW	switching [mW]
Sequential	1.91	1.94	0.392
Clock	0.966	0.298	0.522
Combinational	1.06	1.22	0.659
Total	3.94	3.46	1.57
Power and IR drop assume default switching activity.
